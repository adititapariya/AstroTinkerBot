### config.mk
export PLATFORM = sky130hd
export DESIGN_NAME = sequence_detector
export DESIGN_NICKNAME = sequence_detector
export VERILOG_FILES = /design/flow/design.v
export SDC_FILE = /design/flow/constraint.sdc
export NUM_CORES = 4
export LEC_CHECK = 1
export CORE_AREA = 10 10 70 70
export DIE_AREA = 0 0 80 80
### constraint.sdc
current_design sequence_detector

set clk_period 1.6
set clk_io_pct 0.2

create_clock -name clk0 -period $clk_period [get_ports {clock}]

set non_clock_inputs [all_inputs -no_clocks]
set_input_delay [expr $clk_period * $clk_io_pct] -clock clk0 $non_clock_inputs
set_output_delay [expr $clk_period * $clk_io_pct] -clock clk0 [all_outputs]
### design.v
module sequence_detector (
    input clock,
    input [3:0] number,  
    output reg pattern  
);
parameter ST_ONE = 0, ST_ZERO = 1, ST_NINE = 2, ST_FOUR = 3;
reg [1:0] state = ST_ONE;
initial begin  
    pattern = 0;
end
always @(posedge clock) begin
    pattern = 0;
    case (state)
        ST_ONE: begin
            if (number == 1) state = ST_ZERO;
            else state = ST_ONE;
        end
        ST_ZERO: begin
            if (number == 0) state = ST_NINE;
            else state = ST_ONE;
        end
        ST_NINE: begin
            if (number == 9) state = ST_FOUR;
            else state = ST_ONE;
        end
        ST_FOUR: begin
            if (number == 4) begin
                state = ST_ONE; pattern = 1;
            end
            else state = ST_ONE;
        end
        default: state = ST_ONE;
    endcase
end
endmodule
### run.sh
#!/bin/bash
# OpenROAD 26Q1-2900-gdf79404cd8, Yosys 0.63+post, stock flow scripts
make -C /OpenROAD-flow-scripts/flow DESIGN_CONFIG=/design/flow/config.mk WORK_HOME=/design/flow/orfs finish
==> run notes <==
run results: critical path's largest stage delay about 500 ps, Hold Path Class reg -> reg, CP endpoint kind output port, register area share after synthesis a little under half, Peak Freq 0.751 GHz, Placer Congestion approximately 0.65, multiplexer area fraction after synthesis 0%, Reg area about 60 µm², Seq cells post-synth 3, XOR/XNOR Area Share approximately 6.8%, worst path cell trace clkdlybuf4s50_1, Antenna diodes 0, cycle use final a little over four fifths, Longest Clk Path Bufs 2, status finished clean, initial antenna violation count 0, Worst-Skew Late Latency 230 ps, total vias in the final route between 100 and 150, CP Buf/Inv Count 1, CP top delay family buffers and inverters, post-cts sizing count 0, final hold vios 0, Antenna Nets Post-Route 0, synthesized area 129 µm², DIE WIDTH 80 µm, Tot Pwr about 0.00023 W, worst slew pin tran 250 ps, Adder Share, Synth 0%, DRT iter0 DRCs 0, area delta synth->final 116%, unrepaired setup endpoints after global routing no, max-slew violation count 0, OpenROAD warnings 25, Max VDD drop between 0.0002 and 0.00025 V, Max Cap Viol 0, post-layout util around 8.1%, Root Driver clkbuf_4, Synth Area per Inst about 12 µm², logic area between 60 and 70 µm², Setup Buffers After CTS 0, vias in the first global route 151, most frequent logic cells in the routed design clkdlybuf4s50_1, clkbuf_4, dfxtp_1, buf_4, Crit Path Class reg -> out, first-pass detailed-route iteration total 1, die area about 6400 µm², pin count of the biggest net entering global routing 5, Setup TNS 0 ps, DRC Markers 0, HPWL Detailed roughly 290 µm, wire length per cell approximately 5.4 µm, PD cells 836 nW/µm², Max-slew headroom approximately 83%, cts hold-fix bufs 0, critical path required time 1280 ps, GRT Residual Overflow 0, Final setup viols 0, Top Ports 6, CP Launch Type flip-flop, Buffers on Ports 5, Die Height 80 µm, minimum clock period approximately 1300 ps, hold_ws about 540 ps, synthesized chip area reported by yosys 129 µm², slowest CP cell clkdlybuf4s50_1, H-tree levels 1, synth warn 1, comb area leader simple AND/OR/NAND/NOR gates, Total Wirelength 370 µm, aoi share between 9 and 10%, Cell Rows 21, GRT Util Overall 1.27%, TritonCTS clock tree done, # fillers 410, clock skew about 3.3 ps, clock sink total 3, # Cells Yosys 11, simple share between 30% and 40%, Initial Util under 10%, Top cell excl fill/tap clkdlybuf4s50_1, Distinct lib cells used 9, post-detailed-route via-to-cell ratio ~1.9, share of cells above drive strength 1 a little under a third, Critical Path Fanout Max 1, Worst Path Arrival 1010 ps, Core Area 3420 µm², first-pass GRT wire length a little over 600 µm, Synth Instances 11, Leak Pwr 0.0873 nW, cts bufs inserted 3, Reg clk slew, reported paths 40 ps
worst register-to-register path, delay by kind of cell (launching register included):
family / cells / cell delay, ps
flip-flops: 1 / 330
AND/OR/NAND/NOR: 1 / 540
AND-OR/OR-AND: 1 / 220
area by class of cell:
type | count | share of cell area [%]
Timing Repair Buffer | 7 | 23.4
Clock buffer | 4 | 9.46
Tap cell | 46 | 20.7
Sequential cell | 3 | 21.6
Multi-Input combinational cell | 8 | 24.8
routing by layer:
metal  part of all wire (%)  track usage (%)  up-vias
met1                     57             1.46       54
met4                      0            0.176        0
met3                     15             1.70        0
met5                      0                0        -
met2                     28             1.36        8
li1                       -                -       66
state kept, by name (all words and copies together), names as in the netlist:
register,count
state,2
pattern,1
final timing paths:
check / start / end / slack [ps] / depth (start not counted)
max reg2reg: state[1]$_DFF_P_ / state[1]$_DFF_P_ / 430 / 2
min reg2reg: state[0]$_DFF_P_ / pattern$_DFF_P_ / 540 / 1
max: pattern$_DFF_P_ / pattern / 270 / 1
min: state[0]$_DFF_P_ / pattern$_DFF_P_ / 540 / 1
per-stage QoR:
step,std cells,setup slack (ps),area [µm²]
2_1_floorplan,11,485,129
3_3_place_gp,64,49.8,251
3_5_place_dp,64,44.6,251
4_1_cts,68,249,278
5_1_grt,68,222,278
6_report,68,268,278
power by group:
part / total [W] / internal (W) / switching [W]
Sequential: 0.0000766 / 0.0000760 / 0.000000641
Combinational: 0.0000214 / 0.0000142 / 0.00000721
Clock: 0.000134 / 0.0000936 / 0.0000406
Total: 0.000232 / 0.000184 / 0.0000484
kinds of logic after synthesis:
| kind of cell | after synthesis |
|---|---|
| AOI/OAI and AO/OA | 1 |
| DFF | 3 |
| and+or+nand+nor | 6 |
| xor gates and xnor gates | 1 |
cells in the mapped netlist:
library cell | instances | area (µm²)
dfxtp_1 | 3 | 60.1
and3_2 | 1 | 7.51
nor4_1 | 1 | 6.26
or4b_1 | 1 | 10.0
nor4b_1 | 1 | 8.76
nand4b_1 | 1 | 8.76
nand2b_1 | 1 | 6.26
a211oi_2 | 1 | 12.5
xor2_1 | 1 | 8.76
Power is estimated from default activity; no workload was simulated.
